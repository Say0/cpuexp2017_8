File: /design/flow/design.v
module receiver #(CLK_PER_HALF_BIT = 434)(
	input logic clk,
	input logic UART_RX,
	output logic valid_rec,
	(* keep = "true" *) output logic [7:0] data_rec=0
);
    localparam e_clk_bit = CLK_PER_HALF_BIT * 2 - 1;
    localparam e_clk_bit_half = CLK_PER_HALF_BIT;
    localparam s_idle = 0;
    localparam s_bit_ready = 1;
    localparam s_bit_0 = 2;
    localparam s_bit_1 = 3;
    localparam s_bit_2 = 4;
    localparam s_bit_3 = 5;
    localparam s_bit_4 = 6;
    localparam s_bit_5 = 7;
    localparam s_bit_6 = 8;
    localparam s_bit_7 = 9;
    localparam s_stop_bit = 10;
		logic ferr=0;
    logic next;
    logic half;
    logic rst;
    logic [31:0]  counter;
    reg [3:0] status = s_idle;
always @(posedge clk) begin
	if (rst) begin
		counter <= 0;
		next <= 0;
		half <= 0;
	end else begin
		if (counter == e_clk_bit_half) begin
			half <= 1;
			counter <= counter + 1;
		end else if (counter == e_clk_bit) begin
			counter <= 0;
			next <= 1;
		end else begin
			counter <= counter + 1;
			half <= 0;
			next <= 0;
		end
   end
end
always @(posedge clk) begin
	valid_rec <= 0;
	rst <= 0;
	if (status == s_idle && ~UART_RX) begin
		status <= s_bit_ready;
		rst <= 1;
	end else if (status == s_bit_ready && half) begin
		status <= s_bit_0;
		rst <= 1;
	end else if (next) begin
		if (status == s_stop_bit) begin
			valid_rec <= 1;
			status <= s_idle;
			rst <= 1;
			ferr <= UART_RX ? 0 : 1;
		end else if (status != s_idle)begin
			data_rec <= {UART_RX,data_rec[7:1]};
			status <= status + 1;
			rst <= 1;
		end
	end
end
endmodule
module test_rec(
  input wire clk,
  input wire UART_RX,
  output wire [7:0] data,
  output wire [7:0] LED,
  output wire valid
  );
wire [0:0] valid_rec;
assign valid =valid_rec;
wire [7:0] data_rec;
assign data = data_rec; 
assign LED = data;
receiver  #(.CLK_PER_HALF_BIT(434)) receiver (.clk(clk),.UART_RX(UART_RX),.valid_rec(valid_rec),.data_rec(data_rec));
endmodule
File: /design/flow/constraint.sdc
current_design test_rec

set clk_period 6.6
set clk_io_pct 0.2

create_clock -name clk0 -period $clk_period [get_ports {clk}]

set non_clock_inputs [all_inputs -no_clocks]
set_input_delay [expr $clk_period * $clk_io_pct] -clock clk0 $non_clock_inputs
set_output_delay [expr $clk_period * $clk_io_pct] -clock clk0 [all_outputs]
File: /design/flow/run.sh
#!/bin/bash
# OpenROAD 26Q1-2900-gdf79404cd8, Yosys 0.63+post, stock flow scripts
make -C /OpenROAD-flow-scripts/flow DESIGN_CONFIG=/design/flow/config.mk WORK_HOME=/design/flow/orfs finish
File: /design/flow/config.mk
export PLATFORM = sky130hd
export DESIGN_NAME = test_rec
export DESIGN_NICKNAME = test_rec
export VERILOG_FILES = /design/flow/design.v
export SDC_FILE = /design/flow/constraint.sdc
export NUM_CORES = 4
export LEC_CHECK = 1
export CORE_UTILIZATION = 40
==> design notes <==
The average detailed-routed wire length per instance is 12.91 um. The logs give 0 for the count of final max-slew check failures and 2893 um for the post-DP HPWL. The stage-log warning count came out at 26. With the sum of routed wire length over all layers at 4233 um, the total of buffers placed on input and output ports is 18. The number of sinks handled by clock tree synthesis was 48; the number of global-route vias before repair was 1610. The clock group share of total power is 0.341, and the leakage power summed over all cells is 0.8429 nW. The share of flip-flops with an asynchronous set or reset after synthesis is 0, and the final cell area excluding filler cells is 2554 um2. Detailed-route iteration 0 reported a violation count of 119. The routed design could run at a clock period as short as 2483 ps. The worst slew margin relative to its limit was 0.5940; the width of the chip was 78.85 um. VDD sags by at most 0.0002227 V. After synthesis, the netlist uses 44 different library cells.

The endpoint required time on the critical path came out at 5280 ps. The run gives 0 for the number of setup violations in the final report. Endpoint class of the critical path: a primary output. Recorded from the global router log, the overflow total was 0. The final cycle utilization of the critical path came out at 0.3763.

Combinational cell fraction of total power: 0.107. The largest single stage delay on the critical path is 470 ps. The number of setup buffers added after CTS is 0. Derived from the worst setup path, the maximum achievable clock frequency is 402.7 MHz. Grouping stages by cell kind, the critical path spends the most delay in buffers and inverters. Of all nets on the critical path, the largest fanout is 3.

TritonCTS created 5 clock buffers. The most frequently used flop master after synthesis was sky130_fd_sc_hd__dfxtp_1. For reference, the placement row count at floorplan is 27. The H-tree was split into 2 levels. The worst setup path is of the register to primary output kind. The clock transition at the registers of the reported paths was 90 ps. In this run the power spent charging and discharging nets is 0.0001691 W.

The floorplan step defined a core boundary enclosing 5608 um2. The run gives 2362 um2 as the total standard cell area after synthesis. The repair_antennas step left the layout with diodes totalling 0.

The run gives 18 as the maximum number of pins on one net before global-route repair. Per the CTS log, the buffer count on the longest clock path is 2. The classification of the worst-slack hold path is register to register. The run gives 0 as the post-detailed-route count of antenna-violating nets. The cell at the root of the clock tree is sky130_fd_sc_hd__clkbuf_8.

Buffer and inverter count on the worst path: 1. After synthesis, the mean cell area works out to 9.156 um2. Synthesis handed over a netlist of 258 instances. According to the I/O placement log, the pin count is 19. The count of synthesis-stage warnings from yosys came out at 1. The sequential share of power was 0.552.

Among all stages on the critical path, the largest delay is contributed by sky130_fd_sc_hd__clkdlybuf4s50_1. Setup repair after global routing left no endpoint under its margin. Number of synthesized flops with an enable pin: 8. In this run the layout overhead on the synthesized area is reported as 8.104%. The report counts max-capacitance violations totalling 0.

For the post-cts repair resize count, the log shows 0. The number of standard cells reported by yosys was 258; the final standard cell utilization of the core was 0.4554. The actual slew at the worst max-slew pin is 609.0 ps, and the routability congestion estimate from global placement is 0.8630. Iteration tally of the first detailed-router pass: 4.

The clock arrives with 8.303 ps of skew. With the switching share of power at 0.2671, the global-route usage over all layers is 0.1510. The internal power of the cells totals 0.0004639 W. Total power normalized to cell area comes to 247.8 nW/um2. For reference, the top cells by count after synthesis are sky130_fd_sc_hd__dfxtp_1 (40), sky130_fd_sc_hd__a21oi_1 (24), sky130_fd_sc_hd__nor2_1 (18). The run gives 0.07813 for the proportion of layout cells with a drive suffix above 1.

The placed cell count is 320, and the total number of vias is 1820. The first global-routing pass estimated 7438 um of wire. TritonCTS built the clock tree.

After routing, the total negative slack on setup checks comes to 0 ps. The per-cell via count in the routed design works out to 5.549. For this run the top cell type by instance count after synthesis was sky130_fd_sc_hd__dfxtp_1.

The synthesized design spends more area on one cell type than any other, namely sky130_fd_sc_hd__dfxtp_1. The area fraction of the dominant cell type after synthesis was 0.3390; the number of hold-slack violations in the final timing report was 0. Yosys reported a register bit count of 48. Post-synthesis chip area from yosys: 2362 um2.

The area after detailed placement is 2437 um2. The DRC violation count after routing is 0, and the sequential area share after synthesis is 0.4407. The flow ran to the end, and the final reports show no timing, DRC or antenna violations.

The signal on the critical path passes through clkdlybuf4s50_1. The logs give 1160 ps for the data arrival time of the critical path and 328 for the number of standard cells in the layout, taps in and fillers out. Per the skew report, the later register of the worst-skew pair sees a clock latency of 300 ps. For the initial antenna violation count, the log shows 0.

Overall power consumption after layout is estimated at 0.0006329 W. The height of the chip is 78.85 um. The worst setup path is launched from a register. For this design, the CTS-stage hold fixing added 0 buffers. The full die area came out at 6217 um2. For reference, the top cells by area after synthesis are sky130_fd_sc_hd__dfxtp_1 (34%), sky130_fd_sc_hd__edfxtp_1 (10%), sky130_fd_sc_hd__buf_4 (5.4%).

The run gives 0.4212 as the starting utilization of the core area.
path summary, 6_finish.rpt:
check                       start              endpoint  slack (ps)  depth (start not counted)
max          receiver.data_rec[6]               data[6]        4120                          1
min          receiver.counter[31]  receiver.counter[31]         490                          2
max reg2reg   receiver.counter[0]   receiver.counter[7]        4150                          6
min reg2reg  receiver.counter[31]  receiver.counter[31]         490                          2
state kept, by name (all words and copies together), names as in the netlist:
name / cells
receiver.half: 1
receiver.counter: 32
receiver.rst: 1
receiver.valid_rec: 1
receiver.status: 4
receiver.next: 1
receiver.data_rec: 8
power groups by stage:
stage	registers, W	clock network (W)	logic [W]
CTS	0.000350	0.000222	0.0000681
global route	0.000354	0.000235	0.0000771
finish	0.000350	0.000216	0.0000674
cells by family (layout without fill, tap and decap cells):
group	after synthesis	after routing	share of synthesized area
and+or+nand+nor	103	103	0.2627
AOI/OAI and AO/OA	54	54	0.1361
xor gates and xnor gates	13	13	0.04820
adders and majority gates	2	2	0.01059
buffers and inverters	38	36	0.1017
DFF	48	48	0.4407
layout by cell type, fill, tap and decap left out, types with 3 or more instances in the layout:
cell,count
sky130_fd_sc_hd__o21ai_0,11
sky130_fd_sc_hd__nor4_1,10
sky130_fd_sc_hd__nor3_1,6
sky130_fd_sc_hd__nand3_1,8
sky130_fd_sc_hd__a21oi_1,24
sky130_fd_sc_hd__or4_1,8
sky130_fd_sc_hd__xnor2_1,11
sky130_fd_sc_hd__edfxtp_1,8
sky130_fd_sc_hd__nor2b_1,3
sky130_fd_sc_hd__inv_1,8
sky130_fd_sc_hd__clkdlybuf4s50_1,18
sky130_fd_sc_hd__clkbuf_8,5
sky130_fd_sc_hd__o31ai_1,8
sky130_fd_sc_hd__nor2_1,18
sky130_fd_sc_hd__dfxtp_1,40
sky130_fd_sc_hd__nand2_1,13
sky130_fd_sc_hd__nand4_1,11
sky130_fd_sc_hd__nand4_2,3
sky130_fd_sc_hd__or3_1,8
area by class of cell:
cell class	count	area, um2
clock buffers	5	68.82
clock inverters	3	47.55
fillers	559	3054
inverters	8	30.03
multi-input cells	172	1081
flip-flops and latches	48	1041
well taps	72	90.09
repair buffers	20	195.2
layer usage:
layer,part of all wire,vias to the layer above,GRT usage
met3,0.039,8,0.02334
met1,0.52,838,0.2506
li1,-,932,-
met5,0,-,0
met4,0.016,0,0.02182
met2,0.42,42,0.2191
through the flow:
step | hold slack [ps] | setup WS, ps
global route | 508.7 | 3961
global placement | 464.9 | 4172
finish | 486.5 | 4117
CTS | 487.4 | 4097
detailed placement | 475.2 | 4160
floorplan | 451.0 | 4620
Power figures rest on the tool's default switching activity, not on a simulated workload.
