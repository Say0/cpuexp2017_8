--- flow/config.mk ---
export PLATFORM = sky130hd
export DESIGN_NAME = send_wrapper
export DESIGN_NICKNAME = send_wrapper
export VERILOG_FILES = /design/flow/design.v
export SDC_FILE = /design/flow/constraint.sdc
export NUM_CORES = 4
export LEC_CHECK = 1
export CORE_UTILIZATION = 40
--- flow/constraint.sdc ---
current_design send_wrapper

set clk_period 502.3
set clk_io_pct 0.2

create_clock -name clk0 -period $clk_period [get_ports {clk}]

set non_clock_inputs [all_inputs -no_clocks]
set_input_delay [expr $clk_period * $clk_io_pct] -clock clk0 $non_clock_inputs
set_output_delay [expr $clk_period * $clk_io_pct] -clock clk0 [all_outputs]
--- flow/design.v ---
module send_wrapper(
  input wire clk,
  input wire valid,
  input reg [31:0] data,
  input reg [0:0] id,
  output wire UART_TX 
  );
  localparam WIDTH = 128;
  reg [WIDTH-1:0] [31:0] buffer = {128{32'b0}};
  reg [WIDTH-1:0] is_byte = 128'b0;
  wire ready_send;
  reg [7:0] data_send=8'b11111111;
  reg [1:0] idx = 2'b00;
  reg [7:0] in = 7'b0;
  reg [7:0] out = 7'b0;
  reg diff=1'b0;
  reg valid_send=0;
	sender #(.CLK_PER_HALF_BIT(434))  sender(.clk(clk),.valid_send(valid_send),.data_send(data_send),.ready_send(ready_send),.UART_TX(UART_TX));
  always @ (posedge clk) begin
    if (valid) begin
      buffer[in] <= data;
      is_byte[in] <= id;
      in <= in+1;
    end
    if (in != out) begin
      diff <= 1'b1;
    end else begin
      diff <= 1'b0;
    end
    if(diff) begin
      data_send <= buffer[out][idx*8+:8];
      valid_send <= 1'b1;
    end else begin
      valid_send <= 1'b0;
    end
    if(valid_send && ready_send) begin
      valid_send <= 0;
      if(!is_byte[out]) begin
        {out,idx} <= {out,idx}+1;
      end else begin
        out <= out+1;
      end
    end
  end
endmodule
module sender #(CLK_PER_HALF_BIT = 434)(
	input logic	clk,
	input logic valid_send,
	input logic [7:0] data_send,
	output logic ready_send=1'b1,
	output logic UART_TX=1
);
   localparam e_clk_bit = CLK_PER_HALF_BIT * 2 - 1;
   localparam e_clk_stop_bit = (CLK_PER_HALF_BIT*2*9)/10 - 1;
   logic [7:0]                  txbuf=8'b11111111;
   logic [3:0]                  status =0;
   logic [31:0]                 counter;
   logic                        next;
   logic                        fin_stop_bit;
   logic                        rst_ctr;
   localparam s_idle = 0;
   localparam s_start_bit = 1;
   localparam s_bit_0 = 2;
   localparam s_bit_1 = 3;
   localparam s_bit_2 = 4;
   localparam s_bit_3 = 5;
   localparam s_bit_4 = 6;
   localparam s_bit_5 = 7;
   localparam s_bit_6 = 8;
   localparam s_bit_7 = 9;
   localparam s_stop_bit = 10;
   always @(posedge clk) begin
         if (counter == e_clk_bit || rst_ctr) begin
            counter <= 0;
         end else begin
            counter <= counter + 1;
         end
         if (~rst_ctr && counter == e_clk_bit) begin
            next <= 1;
         end else begin
            next <= 0;
         end
         if (~rst_ctr && counter == e_clk_stop_bit) begin
            fin_stop_bit <= 1;
         end else begin
            fin_stop_bit <= 0;
         end
      end
   always @(posedge clk) begin
         rst_ctr <= 0;
         if (status == s_idle) begin
            if (valid_send && ready_send) begin
               txbuf <= data_send;
               status <= s_start_bit;
               rst_ctr <= 1;
               UART_TX <= 0;
							 ready_send <= 0;
            end else begin
							UART_TX <= 1'b1;
						end
         end else if (status == s_stop_bit) begin
            if (fin_stop_bit) begin
               UART_TX <= 1;
               status <= s_idle;
							 ready_send <=1;
            end
         end else if (next) begin
            if (status == s_bit_7) begin
               UART_TX <= 1;
               status <= s_stop_bit;
            end else begin
               UART_TX <= txbuf[0];
               txbuf[7:0] <= {1'b0,txbuf[7:1]}; 
               status <= status + 1;
            end
         end
      end
endmodule  
--- flow/run.sh ---
#!/bin/bash
# OpenROAD 26Q1-2900-gdf79404cd8, Yosys 0.63+post, stock flow scripts
make -C /OpenROAD-flow-scripts/flow DESIGN_CONFIG=/design/flow/config.mk WORK_HOME=/design/flow/orfs finish
==> impl_metrics.json <==
{
  "rsz0062_at_grt": "false",
  "peakVddDrop_mv": 0.003149,
  "seq_power_share": 0.512,
  "num_rows": 269,
  "die_area_sq_mm": 0.5436,
  "drive_gt1_frac": 0.4131,
  "core-area_sq_mm": 0.5375,
  "comb_area_sq_mm": 0.08158,
  "hold_class": "flip-flop to flip-flop",
  "cp.buffers_inverters": 9,
  "grt_pass1_vias": 133043,
  "slew_viol_final": 0,
  "cts_sinks": 4301,
  "hpwl_microns": 471600,
  "antenna_found_initial": 83,
  "clockPowerShare": 0.402,
  "postCtsResizedCells": 0,
  "crit_path_max_fanout": 124,
  "switching_share": 0.2432,
  "finalInstanceArea_sq_mm": 0.2406,
  "path_delay_family": "buffers and inverters",
  "crit_slowest_cell": "buf_4",
  "synthArstFlopShare": 0,
  "ys_cells": 13465,
  "whs_ns": 0.4542,
  "syn_area_per_cell_sq_um": 16.06,
  "cts_setup_buffers": 0,
  "finalClockPeriodUsage": 0.2105,
  "clockBufferDepth": 4,
  "synthDistinctLibCells": 83,
  "cts_made_buffers": 471,
  "ys_area_sq_mm": 0.2163,
  "worstSetupPathType": "input port to flip-flop",
  "htree_num_levels": 5,
  "clock.fmax_ghz": 0.009457,
  "cts_tree": "done",
  "cp.required_ns": 502.98,
  "comb_power_share": 0.086,
  "finalCriticalPeriod_ns": 105.74,
  "status": "finished, final reports clean",
  "synth-edff-count": 4264,
  "finalHoldViolations": 0,
  "arrival_ns": 106.42,
  "port_buffers": 35,
  "hold_start": "sender.rst_ctr$_SDFF_PN0_",
  "numSynthFlops": 4301,
  "grt_max_degree": 127,
  "crit_start": "valid",
  "relSlewSlack": 0.1438,
  "drt_drc_violations_left": 0,
  "netlist_area_sq_mm": 0.2163,
  "synth-main-ff-cell": "edfxtp_1",
  "flop_area_sq_mm": 0.1288,
  "cpMostUsedCell": "buf_4",
  "fill_cells": 46421,
  "grt-ovfl-total": 0,
  "cpPeakStageDelay_ns": 0.72,
  "tns_ns": 0,
  "ant_nets": 0,
  "setup_viol": 0,
  "dr.first_iter.drc_count": 10910,
  "p_int_uw": 635.4,
  "num_vias": 130781,
  "timing.rr.start": "idx[0]$_DFFE_PP_",
  "yosys.stat.seqShare": 0.5955,
  "hold_buffers": 0,
  "place.gp.congestion": 1.015,
  "powerDensity_mw_per_mm2": 3.490,
  "max_cap_violations": 0,
  "grt_pass1_wl_microns": 1053000,
  "fp_util": 0.4024,
  "end_kind": "flip-flop",
  "synthToLayoutAreaGrowth_pct": 11.24,
  "worstPathCellList": "buf_16 > buf_4 > buf_4 > buf_4 > buf_4 > buf_4 > buf_4 > buf_4 > buf_12",
  "ios": 36,
  "clkTransAtPathRegs_ns": 0.06,
  "tightest_slew_ns": 1.280,
  "warning_count": 74,
  "place_area_sq_mm": 0.2257,
  "drt_first_pass_iters": 8,
  "syn_inst": 13465,
  "wl_per_cell_microns": 35.80,
  "leakage_uw": 0.08048,
  "wl_microns": 750900,
  "die_x_microns": 737.3,
  "clock_latency_ns": 1.07,
  "p_sw_uw": 204.2,
  "crit_path_start_kind": "input port",
  "die_h_microns": 737.3,
  "clock_skew_ns": 0.07397,
  "routed_via_density": 6.234,
  "root_buffer": "clkbuf_16",
  "grt_use_total": 0.2974,
  "yosys_warnings": 2
}
-- sequential cells by signal (all words and copies together) (netlist names), 2 cells and up --
name / count
is_byte: 128
data_send: 8
idx: 2
out: 8
sender.status: 4
sender.counter: 32
in: 8
buffer: 4096
sender.txbuf: 8
-- cell type report --
cell class              instances  share of cell area
clock inverters               270            0.009341
inverters                      26           0.0004785
flip-flops and latches       4301              0.5353
well taps                    7181             0.03735
repair buffers                768             0.02598
clock buffers                 593             0.05155
multi-input cells            7754              0.3391
diodes                         86           0.0008945
-- cell families (layout without fill, tap and decap cells) --
family / after synthesis / in the layout / share of synthesized area
xor+xnor: 52 / 52 / 0.002106
other cells: 0 / 86 / 0
flops: 4301 / 4301 / 0.5955
mux: 4645 / 4645 / 0.2861
buf+inv: 1410 / 1657 / 0.03010
compound gates: 1860 / 1860 / 0.06089
fa+ha+maj: 14 / 14 / 0.0008099
simple gates: 1183 / 1183 / 0.02449
-- per-layer routing --
metal  GRT usage  wire length (microns)  vias to the layer above
met2      0.4013                 323100                     7215
met4      0.1390                  46850                       71
li1            -                      -                    54218
met5     0.02883                   2463                        -
met3      0.2149                 127400                     1605
met1      0.3666                 251200                    67672
-- power by group through the flow --
| stage | sequential [uW] | combinational [uW] | clock [uW] |
|---|---|---|---|
| CTS | 429 | 71.1 | 343 |
| global route | 432 | 75.5 | 355 |
| finish | 429 | 72.3 | 338 |
-- synthesized netlist by cell type (22+ instances only) --
cell type,count,area (sq um)
mux2i_1,434,4344
inv_1,23,86.33
nor2_1,173,649.4
and3_1,23,143.9
o2bb2ai_1,559,4896
nor2b_1,22,137.6
nand3_1,114,570.6
nor3_1,50,250.2
a211oi_1,24,180.2
xor2_1,28,245.2
xnor2_1,24,210.2
o22ai_1,35,219.0
mux2_1,60,675.7
clkbuf_1,771,2894
buf_4,124,930.9
buf_1,58,217.7
edfxtp_1,4264,128000
mux2_2,3252,36620
and2_1,22,137.6
a22oi_1,160,1201
dfxtp_1,37,740.7
o21ai_0,569,2848
buf_6,34,382.9
mux4_2,899,20250
a21oi_1,134,670.6
a22o_1,25,219.0
a221o_1,31,310.3
buf_2,397,1987
a31oi_1,25,156.4
nor4_1,28,175.2
nand2_1,647,2429
o21ai_1,32,160.2
a221oi_1,131,1147
-- metrics by stage --
step / std cells / worst slack, ns / util / total power (uW)
3_3_place_gp: 20030 / 395.57 / 0.4199 / 506.3
2_1_floorplan: 13465 / 400.89 / - / 471.1
3_5_place_dp: 20030 / 395.55 / 0.4199 / 507.5
6_report: 20979 / 396.56 / 0.4476 / 839.6
4_1_cts: 20893 / 396.64 / 0.4472 / 842.9
5_1_grt: 20924 / 396.26 / 0.4473 / 862.9
-- cell usage in the layout (no fill, tap or decap), types with 141 or more instances in the layout --
master,n
a22oi_1,160
edfxtp_1,4264
nor2_1,141
mux2i_1,434
mux2_2,3252
o2bb2ai_1,559
clkbuf_16,476
mux4_2,899
buf_4,706
nand2_1,627
o21ai_0,565
-- final timing paths --
kind	to	cells past startpoint	slack (ns)
max	buffer[1775]$_DFFE_PP_	9	396.56
min	sender.counter[3]$_SDFF_PP0_	1	0.45
max reg2reg	data_send[5]$_DFFE_PP_	12	495.71
min reg2reg	sender.counter[3]$_SDFF_PP0_	1	0.45
Power figures rest on the tool's default switching activity, not on a simulated workload.
