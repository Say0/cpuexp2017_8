==> flow/design.v <==
module receiver_wrapper(
  input wire clk,
  input wire UART_RX,
  input wire ready,
  output reg [31:0] data=0,
  output reg valid
  );
  localparam WIDTH = 128;
  reg [WIDTH-1:0] [31:0] buffer = {128{32'b0}};
  wire valid_rec;
  reg [7:0] data_rec;
  reg [1:0] idx = 2'b00;
  reg [WIDTH-1:0] in = 7'b0;
  reg [WIDTH-1:0] out = 7'b0;
  wire valid_w;
  assign valid_w = (in != out);
  receiver  #(.CLK_PER_HALF_BIT(434)) receiver (.clk(clk),.UART_RX(UART_RX),.valid_rec(valid_rec),.data_rec(data_rec));
  always @ (posedge clk) begin
    if (valid_rec) begin
      buffer[in][idx*8+:8] <= data_rec;
      {in,idx} <= {in,idx}+1;
    end
    if (ready && valid_w) begin
      data <= buffer[out];
      out <= out+1;
    end
    valid <= valid_w;
  end
endmodule
module receiver #(CLK_PER_HALF_BIT = 434)(
	input logic clk,
	input logic UART_RX,
	output logic valid_rec,
	(* keep = "true" *) output logic [7:0] data_rec=0
);
    localparam e_clk_bit = CLK_PER_HALF_BIT * 2 - 1;
    localparam e_clk_bit_half = CLK_PER_HALF_BIT;
    localparam s_idle = 0;
    localparam s_bit_ready = 1;
    localparam s_bit_0 = 2;
    localparam s_bit_1 = 3;
    localparam s_bit_2 = 4;
    localparam s_bit_3 = 5;
    localparam s_bit_4 = 6;
    localparam s_bit_5 = 7;
    localparam s_bit_6 = 8;
    localparam s_bit_7 = 9;
    localparam s_stop_bit = 10;
		logic ferr=0;
    logic next;
    logic half;
    logic rst;
    logic [31:0]  counter;
    reg [3:0] status = s_idle;
always @(posedge clk) begin
	if (rst) begin
		counter <= 0;
		next <= 0;
		half <= 0;
	end else begin
		if (counter == e_clk_bit_half) begin
			half <= 1;
			counter <= counter + 1;
		end else if (counter == e_clk_bit) begin
			counter <= 0;
			next <= 1;
		end else begin
			counter <= counter + 1;
			half <= 0;
			next <= 0;
		end
   end
end
always @(posedge clk) begin
	valid_rec <= 0;
	rst <= 0;
	if (status == s_idle && ~UART_RX) begin
		status <= s_bit_ready;
		rst <= 1;
	end else if (status == s_bit_ready && half) begin
		status <= s_bit_0;
		rst <= 1;
	end else if (next) begin
		if (status == s_stop_bit) begin
			valid_rec <= 1;
			status <= s_idle;
			rst <= 1;
			ferr <= UART_RX ? 0 : 1;
		end else if (status != s_idle)begin
			data_rec <= {UART_RX,data_rec[7:1]};
			status <= status + 1;
			rst <= 1;
		end
	end
end
endmodule
==> flow/run.sh <==
#!/bin/bash
# OpenROAD 26Q1-2900-gdf79404cd8, Yosys 0.63+post, stock flow scripts
make -C /OpenROAD-flow-scripts/flow DESIGN_CONFIG=/design/flow/config.mk WORK_HOME=/design/flow/orfs finish
==> flow/config.mk <==
export PLATFORM = sky130hd
export DESIGN_NAME = receiver_wrapper
export DESIGN_NICKNAME = receiver_wrapper
export VERILOG_FILES = /design/flow/design.v
export SDC_FILE = /design/flow/constraint.sdc
export NUM_CORES = 4
export LEC_CHECK = 1
export CORE_UTILIZATION = 50
==> flow/constraint.sdc <==
current_design receiver_wrapper

set clk_period 117.8
set clk_io_pct 0.2

create_clock -name clk0 -period $clk_period [get_ports {clk}]

set non_clock_inputs [all_inputs -no_clocks]
set_input_delay [expr $clk_period * $clk_io_pct] -clock clk0 $non_clock_inputs
set_output_delay [expr $clk_period * $clk_io_pct] -clock clk0 [all_outputs]
==> results.tsv <==
stage	metric	value	unit
logic_synthesis	number of storage elements in the synthesis netlist	4435	
floorplanning	Die Y	701.2	um
logic_synthesis	ys flop type	edfxtp_1	
routing	average detailed-routed wire length per instance	29.96	um
routing	total via count after detailed routing	135508	
logic_synthesis	Async SR Flop Fraction	0	
sta	slew of the pin with the lowest slew margin	1.026	ns
floorplanning	width of the die	701.2	um
clock_tree	post-cts gate resize count	0	
setup_path	critical path endpoint category	output port	
global_route	number of antenna violations at the first check in global routing	22	
logic_synthesis	adder-cell share of the synthesized area	0.0002559	
setup_path	Setup Crit Path Kind	flop to output port	
floorplanning	floorplan utilization	0.5024	
clock_tree	count of clock tree sinks	4435	
logic_synthesis	total number of yosys warnings	2	
setup_path	arrival time worst endpoint	1.89	ns
sta	setup repair after global routing missed its margin	no	
logic_synthesis	Largest logic family	multiplexers	
floorplanning	cell row count	256	
clock_tree	H-Tree Level Count	5	
setup_path	peak fanout along the critical path	1	
final_layout	most common logic cells in the final layout	edfxtp_1, mux2_2, mux4_2, nand4_1, nor2_1	
logic_synthesis	proportion of synthesized chip area in sequential cells	0.5432	
routing	initial detailed-routing violation count	9971	
worst_hold_path	Hold/Removal Path Class	flop to flop	
setup_path	cell-by-cell listing of the critical path	clkdlybuf4s50_1	
final_layout	fraction of layout instances using a drive strength above 1	0.4899	
clock_tree	count of hold-fix buffers inserted at cts	0	
global_route	wire length of the first global-routing pass	955.0	mm
sta	Final Max Slew Viols	0	
final_layout	synthesis-to-layout area growth	9.155	%
run_status	result of the run	finished clean	
place	post-detail-place hpwl	409.1	mm
place	count of buffers inserted at the top-level ports	35	
routing	final antenna-violating net count	0	
sta	headroom to the max-slew limit	0.3108	
logic_synthesis	post-synthesis cell type count	91	
setup_path	kind of cell adding the most delay to the critical path	buffers and inverters	
global_route	maximum number of pins on one net before global-route repair	144	
setup_path	Critical Path Slowest Stage Cell	clkdlybuf4s50_1	
sta	post-route fraction of the period consumed by the critical path	0.2160	
pwr	power density over the cells	12.42	nW/um^2
clock_tree	clock-pin transition on the worst setup and hold timing paths	0.06	ns
routing	overall routed net length	630.9	mm
final_layout	Top cell excl fill/tap	edfxtp_1	
global_route	Total Routing Usage GR	0.2839	
logic_synthesis	flip-flops with a built-in enable	4394	
logic_synthesis	XOR/XNOR Area Share	0.01605	
floorplanning	count of boundary I/O pins	36	
final_layout	number of filler instances in the final layout	36042	
logic_synthesis	proportion of synthesized area in mux cells	0.3221	
sta	worst setup skew after layout	0.08507	ns
setup_path	critical path buffer and inverter count	1	
place	final weighted congestion in routability-driven placement	0.9283	
sta	worst hold slack	0.4511	ns
sta	Setup-failing EPs final	0	
routing	post-DR vias/cell	6.434	
pwr	Leak Pwr	59.37	nW
logic_synthesis	ao+oa area frac	0.006573	
global_route	vias in the first global route	142534	
logic_synthesis	yosys synthesis chip area	244400	um^2
clock_tree	TritonCTS clock tree	yes	
clock_tree	cell at the root of the clock tree	clkbuf_16	
pwr	PnR Total Power	3.314	mW
clock_tree	insertion delay to the later sink of the worst-skew pair	1.05	ns
clock_tree	postcts setup bufs	0	
routing	drt drc	0	
global_route	total congestion overflow after global routing	0	
flow_run	# Max-Cap Violations	0	
clock_tree	clock tree buffer depth	4	
routing	number of detailed-routing iterations run before antenna repair	6	
sta	timing-limited maximum frequency	0.03930	GHz
logic_synthesis	instance tally after logic synthesis	14497	
floorplanning	Core Region	486500	um^2
sta	Period minus WS final	25.45	ns
setup_path	stage delay of the slowest cell on the critical path	0.50	ns
final_layout	area of the multi-input gates	106100	um^2
logic_synthesis	count of instantiated cells in the yosys netlist	14497	
logic_synthesis	Avg Synthesized Cell Area	16.86	um^2
setup_path	kind of start point of the critical path	flop	
setup_path	CP Data Required Time	94.24	ns
clock_tree	number of buffers added by the clock tree synthesis step	480	
final_layout	Seq. cell area	132800	um^2
sta	Final Hold Vio Count	0	
sta	Total Neg Setup Slack	0	ns
floorplanning	die area	491700	um^2
pwr	worst vdd rail ir drop	12.88	uV
logic_synthesis	simple-gate area share of the yosys netlist	0.08865	
logic_synthesis	synthesized cell area	244400	um^2
flow_run	number of warnings in the stage logs	60	
routing by layer:
| metal | share of wire | vias up | global-route usage |
|---|---|---|---|
| met1 | 0.38 | 69846 | 0.4282 |
| met3 | 0.13 | 1011 | 0.1529 |
| met5 | 0.0017 | - | 0.01245 |
| met4 | 0.031 | 30 | 0.06886 |
| li1 | - | 58644 | - |
| met2 | 0.46 | 5977 | 0.3955 |
stage by stage:
step,util,cell area (um^2),std cells,setup slack [ns]
2_1_floorplan,-,244400,14497,19.67
3_3_place_gp,0.5164,251200,20118,91.78
3_5_place_dp,0.5164,251200,20118,91.73
4_1_cts,0.5481,266700,21008,92.22
5_1_grt,0.5481,266700,21017,92.26
6_report,0.5484,266800,21061,92.35
cell families (layout without fill, tap and decap cells):
group                      count (synthesis)  in the layout
DFF                                     4435           4435
other                                      0             53
xor gates and xnor gates                 448            448
adders and majority gates                  5              5
AOI/OAI and AO/OA                        215            215
muxes                                   5486           5486
buffers and inverters                   1370           1431
and+or+nand+nor                         2538           2538
final timing paths:
check	from	cells past startpoint	slack, ns	end
setup / recovery	data[2]	1	92.35	data[2]
hold / removal	receiver.data_rec[6]	0	0.45	receiver.data_rec[5]
setup reg to reg	idx[0]	18	108.31	buffer[1851]
hold reg to reg	receiver.data_rec[6]	0	0.45	receiver.data_rec[5]
power by group:
group / switching, mW / internal (mW) / leakage [nW]
Clock: 0.637 / 0.860 / 7.49
Sequential: 0.00554 / 1.71 / 26.3
Combinational: 0.0603 / 0.0368 / 25.6
Total: 0.703 / 2.61 / 59.4
final cells by class:
| class | instances | area share |
|---|---|---|
| Tap cell | 6450 | 0.03025 |
| Timing Repair Buffer | 489 | 0.01531 |
| Multi-Input combinational cell | 8692 | 0.3977 |
| Inverter | 52 | 0.0007316 |
| Sequential cell | 4435 | 0.4976 |
| Antenna cell | 53 | 0.0004971 |
| Clock buffer | 599 | 0.04724 |
| Clock inverter | 291 | 0.01062 |
state kept, by name (all words and copies together) (netlist names), 2 cells and up:
register and flops:
data 32, receiver.status 4, receiver.data_rec 8, out 128, receiver.counter 32, in 128, idx 2, buffer 4096
worst reg2reg max path: cells and delay by family, from the launching register on:
kind | cells | cell delay [ns]
and+or+nand+nor | 6 | 2.60
muxes | 1 | 0.34
adders and majority gates | 1 | 0.50
buffers and inverters | 7 | 4.57
AOI/OAI and AO/OA | 3 | 0.62
DFF | 1 | 0.59
synth_stat cells, types with 139 or more instances:
library cell     n  area share
edfxtp_1      4394        0.54
clkbuf_1       981       0.015
mux2_2        3593        0.17
xnor2_1        278       0.010
mux4_2        1344        0.12
nor4_4         517       0.045
nor2_1         533      0.0082
nand4_1        623       0.016
buf_1          139      0.0021
nand2_1        269      0.0041
mux2_4         496       0.030
xor2_1         170      0.0061
Power figures rest on the tool's default switching activity, not on a simulated workload.
